[run.sh]
#!/bin/bash
# OpenROAD 26Q1-2900-gdf79404cd8, Yosys 0.63+post, stock flow scripts
make -C /OpenROAD-flow-scripts/flow DESIGN_CONFIG=/design/flow/config.mk WORK_HOME=/design/flow/orfs finish
[config.mk]
export PLATFORM = sky130hd
export DESIGN_NAME = sisaFIR
export DESIGN_NICKNAME = sisaFIR
export VERILOG_FILES = /design/flow/design.v
export SDC_FILE = /design/flow/constraint.sdc
export NUM_CORES = 4
export LEC_CHECK = 1
export CORE_UTILIZATION = 30
[constraint.sdc]
current_design sisaFIR

set clk_period 47.2
set clk_io_pct 0.2

create_clock -name clk0 -period $clk_period [get_ports {clock}]

set non_clock_inputs [all_inputs -no_clocks]
set_input_delay [expr $clk_period * $clk_io_pct] -clock clk0 $non_clock_inputs
set_output_delay [expr $clk_period * $clk_io_pct] -clock clk0 [all_outputs]
[design.v]
module sisaFIR(
  input         clock,
  input         reset,
  input  [63:0] io_in,
  output [63:0] io_out
);
  reg [63:0] z1;  
  reg [63:0] z2;  
  reg [63:0] z3;  
  reg [63:0] z4;  
  reg [63:0] z5;  
  reg [63:0] z6;  
  reg [63:0] z7;  
  reg [63:0] z8;  
  reg [63:0] z9;  
  wire [66:0] _T = io_in * 64'h5;  
  wire [67:0] _T_1 = z1 * 64'hc;  
  wire [67:0] _GEN_0 = {{1'd0}, _T};  
  wire [67:0] _T_3 = _GEN_0 + _T_1;  
  wire [68:0] _T_4 = z2 * 64'h1e;  
  wire [68:0] _GEN_1 = {{1'd0}, _T_3};  
  wire [68:0] _T_6 = _GEN_1 + _T_4;  
  wire [69:0] _T_7 = z3 * 64'h32;  
  wire [69:0] _GEN_2 = {{1'd0}, _T_6};  
  wire [69:0] _T_9 = _GEN_2 + _T_7;  
  wire [69:0] _T_10 = z4 * 64'h3f;  
  wire [69:0] _T_12 = _T_9 + _T_10;  
  wire [69:0] _T_13 = z5 * 64'h3f;  
  wire [69:0] _T_15 = _T_12 + _T_13;  
  wire [69:0] _T_16 = z6 * 64'h32;  
  wire [69:0] _T_18 = _T_15 + _T_16;  
  wire [68:0] _T_19 = z7 * 64'h1e;  
  wire [69:0] _GEN_3 = {{1'd0}, _T_19};  
  wire [69:0] _T_21 = _T_18 + _GEN_3;  
  wire [67:0] _T_22 = z8 * 64'hc;  
  wire [69:0] _GEN_4 = {{2'd0}, _T_22};  
  wire [69:0] _T_24 = _T_21 + _GEN_4;  
  wire [66:0] _T_25 = z9 * 64'h5;  
  wire [69:0] _GEN_5 = {{3'd0}, _T_25};  
  wire [69:0] _T_27 = _T_24 + _GEN_5;  
  assign io_out = _T_27[63:0];  
  always @(posedge clock) begin
    z1 <= io_in;  
    z2 <= z1;  
    z3 <= z2;  
    z4 <= z3;  
    z5 <= z4;  
    z6 <= z5;  
    z7 <= z6;  
    z8 <= z7;  
    z9 <= z8;  
  end
endmodule
==> ci_impl_report.md <==
### Metrics collected by this job

| Metric | Value |
|---|---|
| Crit path time final | roughly 28 ns |
| Worst Slack Setup Final | slightly below 20 ns |
| Final setup vio count | 0 |
| Async S/R FF share, synth | 0 |
| Root Buffer | clkbuf_16 |
| Critical Path Slowest Stage Cell | clkdlybuf4s50_1 |
| CP most frequent cell | fa_1 |
| Critical Path Source Type | input pin |
| Crit. End Element | primary output |
| Violation tally from detailed-route iteration zero | 2,273 |
| Final ANT Viol Nets | 0 |
| Fin crit share | 0.586 |
| Clock-pin slew on the worst setup and hold paths | 0.06 ns |
| Tool warnings | 28 |
| Final clock skew | between 0.06 and 0.07 ns |
| Crit path DAT | 18.23 ns |
| Total GRT Usage | 0.165 |
| Num Clock Sinks | approximately 580 |
| Ys Warns | 1 |
| Pin count of the biggest net entering global routing | 19 |
| Slowest cell delay on critical path | roughly 0.67 ns |
| First-pass GRT wire length | 296 mm |
| Die H | 501 microns |
| Hold Violations, Final | 0 |
| H-tree depth | 2 |
| Status | finished clean |
| Netlist cell types | between 80 and 90 |
| FP Util | 0.303 |
| CP Buf/Inv Count | 6 |
| Hpwl dp | around 170 mm |
| Crit Path Max Fanout | 4 |
| R2R Path Start | z3[0] |
| Overall via count from detail_route | 49,000 |
| CTS tree | built |
| Delay-heaviest family, CP | adder cells |
| Initial antenna violation count | 14 |
| Post-route DRC | 0 |
| Core Box Area | 247,000 sq um |
| Hold path start | z8[62] |
| Main synth FF type | dfxtp_1 |
| Synth Instances | 7,541 |
| Placer Congestion | 0.995 |
| Worst slew margin | 0.351 |
| Routed WL | 190 mm |
| Final setup TNS | 0 ns |
| Worst slew pin tran | roughly 0.97 ns |
| Ratio of cells with drive above 1 in the final layout | 0.0203 |
| Vias in the first global route | between 50,000 and 60,000 |
| Post-CTS sizing | 0 |
| Total gr overflow | 0 |
| Most frequent cell after synthesis | inv_1 |
| Synthesis area per yosys | 74,600 sq um |
| Peak Freq | 0.0361 GHz |
| Longest Clk Path Bufs | 3 |
| IO Port Bufs | approximately 130 |
| RSZ-0062 raised after global routing | no |
| Final Max Slew Viols | 0 |
| Yosys Instances | around 7,500 |
| Vias per cell | roughly 4.4 |
| Maxcap violations | 0 |
| Routed len/inst | 17.2 microns |
| Flip-flops with a built-in enable | 0 |
| Die Span X | around 500 microns |
| Most instantiated cells after synthesis | 2,262 x inv_1, 1,438 x fa_1, 802 x ha_1 |
| CTS Buf Count | ~61 |
| # hold bufs at CTS | 0 |
| Crit path from | io_in[1] |
| P&R area growth vs syn | 10.2% |
| Num ports | about 130 |
| Crit Path Class | input pin to primary output |
| Netlist Area Pre-Place | ~75,000 sq um |
| Top area cell types | fa_1 39%, dfxtp_1 15%, ha_1 13%, inv_1 11%, xnor2_1 3.2% |
| Cell taking the most area after synthesis | fa_1 |
| Setup WS pre-CTS | 19.70 ns |
| Pre-Repair DR Iteration Count | 6 |
| Mean area per synthesized cell | 9.90 sq um |
| Clk latency late pin | about 0.7 ns |
| Register share after synthesis | 0.154 |
| Row cnt | 182 |
| Hold WC Path Type | flop to flop |
| Post-synthesis register bit count | 576 |
| Setup Fix Bufs, Post-CTS | 0 |
| Die area | roughly 250,000 sq um |
| Max-area cell share | 0.386 |
| Crit path required time | between 30 and 40 ns |
## sequential cells by signal, summed over array words and instances (netlist names)
name and flops:
z2 64, z6 64, z5 64, z7 64
z1 64, z8 64, z9 64, z3 64
z4 64
## stage by stage
| step | instances | hold WS, ns | utilization | cell area (sq um) |
|---|---|---|---|---|
| 2_1_floorplan | 7541 | 0.310 | - | 74600 |
| 3_3_place_gp | 10939 | 0.310 | 0.324 | 79900 |
| 3_5_place_dp | 10939 | 0.312 | 0.324 | 79900 |
| 4_1_cts | 11052 | 0.329 | 0.333 | 82200 |
| 5_1_grt | 11057 | 0.336 | 0.333 | 82200 |
| 6_report | 11058 | 0.328 | 0.333 | 82200 |
## layer usage
| layer | part of all wire | global-route usage |
|---|---|---|
| met1 | 0.36 | 0.196 |
| met2 | 0.52 | 0.286 |
| met3 | 0.068 | 0.0416 |
| met4 | 0.050 | 0.0629 |
| met5 | 0.0022 | 0.0110 |
## placed cells by master, fill, tap and decap left out, types with 33 or more instances in the layout
cell and count:
inv_1 2262, fa_1 1438, ha_1 802, dfxtp_1 576, a21oi_1 392, a21o_1 275
xnor2_1 269, o21ai_0 191, nor2_1 181, xor2_1 181, nand2_1 178, clkdlybuf4s50_1 128
o21bai_1 70, nand3_1 66, clkbuf_16 61, nand2b_1 58, o21a_1 57, nand4_1 56
nor2b_1 45, nor3_1 42, a31oi_1 34, and3_1 33
## worst paths after layout
kind	slack, ns	end	depth (start not counted)
setup / recovery	19.53	io_out[60]	27
hold reg to reg	0.33	z9[62]	0
hold / removal	0.33	z9[62]	0
setup reg to reg	46.38	z4[0]	0
## cell type report
type	instances	area, sq um
clock buffer	72	1660
tap	3312	4140
multi-input combinational	4656	54400
antenna	6	15.0
timing repair buffer	133	1320
inverter	2262	8490
sequential	576	11500
clock inverter	41	636
fill	24643	164000
## logic make-up after synthesis
kind of cell,synth area share
AND-OR/OR-AND,0.107
multiplexers,0.000134
flip-flops,0.154
AND/OR/NAND/NOR,0.0487
adder cells (fa/ha/maj),0.520
buffers and inverters,0.116
XOR/XNOR,0.0531
